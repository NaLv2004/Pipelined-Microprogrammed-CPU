==> flow/design.v <==
 module Fetch0000000001 (
     input  clk,
     input  rst,
     input  dec_ready,
     input  exec_ready,
     output flush_pipeline,
     input [31:0] imem_data,
     output [7:0] imem_addr,
     input  [18:0] alu_fetch_interface,
     output [49:0] fetch_idecode_interface
     );
 wire [7:0] branch_instr_address_alu_fe;
 wire is_conditional_branch_alu_fe;
 wire branch_taken_in;
 wire branch_prediction_failed;
 wire [7:0] instr_address_not_taken_alu_fe;
 assign branch_instr_address_alu_fe = alu_fetch_interface[8:1];
 assign is_conditional_branch_alu_fe = alu_fetch_interface[17:17];
 assign branch_taken_in = alu_fetch_interface[18:18];
 assign instr_address_not_taken_alu_fe = alu_fetch_interface[16:9];
 assign branch_prediction_failed = alu_fetch_interface[0:0];
 reg [15:0] pc;
 reg [31:0] instruction_reg;
 reg valid_reg;
 reg [7:0] branch_target_buffer;  
 reg [7:0] pc_delayed;
 reg [0:0] branch_prediction_failed_buffer;  
 wire [7:0] branch_target_address_wire;
 wire branch_taken_one_bit_predict;
 wire branch_prediction_result_in_fe;
 reg branch_prediction_result_reg;
 assign fetch_idecode_interface[8:1] = branch_target_buffer;
 wire [7:0]  curr_instr_address;
 assign curr_instr_address = pc[7:0];
 wire is_conditional_branch;
 wire is_unconditional_branch;
MiniDecode0000000001  u_0000000001_MiniDecode0000000001(.instr(imem_data), .is_unconditional_branch(is_unconditional_branch), .is_conditional_branch(is_conditional_branch));
 wire [15:0] branch_predict;
 assign branch_predict = (is_unconditional_branch)? imem_data[23:16]:
                         (is_conditional_branch && branch_taken_one_bit_predict)? imem_data[7:0]:
                         (pc+16'h2);
 assign branch_target_address_wire = (is_conditional_branch)? imem_data[7:0] : branch_target_buffer;
 assign flush_pipeline = branch_prediction_failed;
 assign fetch_idecode_interface[16:9] = pc_delayed;
 assign fetch_idecode_interface[17:17] = branch_prediction_result_reg;
 assign branch_prediction_result_in_fe = (is_conditional_branch && branch_taken_one_bit_predict)? 1'b1 : 1'b0;
OneBitBranchPredictor0000000001  u_0000000001_OneBitBranchPredictor0000000001(.clk(clk), .rst(rst), .instr_address_fe(curr_instr_address), .instr_address_alu(branch_instr_address_alu_fe), .branch_taken_in(branch_taken_in), .is_conditional_branch_fe(is_conditional_branch), .is_conditional_branch_alu(is_conditional_branch_alu_fe), .branch_taken_out(branch_taken_one_bit_predict));
 always @(posedge clk or posedge rst) begin
     if (rst) begin
         branch_target_buffer <= 8'b0;
         pc_delayed <= 8'b0;
         branch_prediction_result_reg <= 1'b0;
     end else begin
         branch_target_buffer <= branch_target_address_wire;
     end
 end
 always @(posedge clk or posedge rst) begin
     if (rst) begin
         pc <= 16'h0;
     end else if (valid_reg && dec_ready && exec_ready) begin
         pc_delayed <= pc[7:0];
         branch_prediction_result_reg <= branch_prediction_result_in_fe;
         if (branch_prediction_failed) begin
             instruction_reg <= 32'b0;
             pc <= instr_address_not_taken_alu_fe;
         end else begin
             instruction_reg <= imem_data;
             pc <= branch_predict;
         end
     end
 end
 always @(posedge clk or posedge rst) begin
     if (rst) begin
         valid_reg <= 1'b0;
         instruction_reg <= 32'b0;
     end else begin
         valid_reg <= 1'b1;
     end
 end
 assign imem_addr = pc;
 assign fetch_idecode_interface[0:0] = valid_reg;
 assign fetch_idecode_interface[49:18] = instruction_reg;
 endmodule
 module MiniDecode0000000001 (
     input  [31:0] instr,
     output is_unconditional_branch,
     output is_conditional_branch
 );
 assign is_unconditional_branch = (instr[31:28]==4'b0100) ? 1'b1 : 1'b0;
 assign is_conditional_branch = (instr[31:28]==4'b0110) ? 1'b1 : 1'b0;
 endmodule
 module OneBitBranchPredictor0000000001 (
     input clk,
     input rst,
     input [7:0] instr_address_fe,
     input [7:0] instr_address_alu,
     input branch_taken_in,
     input is_conditional_branch_fe,
     input is_conditional_branch_alu,
     output branch_taken_out,
     output [7:0] mem_one_bit_predictor_test
     );
 wire [7:0] instr_address_fe;
 wire [7:0] instr_address_alu;
 reg [10:0] counters_and_address [7:0];
 assign mem_one_bit_predictor_test[0] = counters_and_address[0][10];
 assign mem_one_bit_predictor_test[1] = counters_and_address[1][10];
 assign mem_one_bit_predictor_test[2] = counters_and_address[2][10];
 assign mem_one_bit_predictor_test[3] = counters_and_address[3][10];
 assign mem_one_bit_predictor_test[4] = counters_and_address[4][10];
 assign mem_one_bit_predictor_test[5] = counters_and_address[5][10];
 assign mem_one_bit_predictor_test[6] = counters_and_address[6][10];
 assign mem_one_bit_predictor_test[7] = counters_and_address[7][10];
 wire [2:0] idx_slot_fe;
 wire  slot_hit_fe;
 wire  slot_not_occupied_fe;
 assign idx_slot_fe = instr_address_fe[2:0];
 assign slot_hit_fe = (slot_not_occupied_fe) ? 1'b0 :
                      (counters_and_address[idx_slot_fe][7:0]==instr_address_fe[7:0]) ?
                      1'b1 : 1'b0;
 assign slot_not_occupied_fe = (counters_and_address[idx_slot_fe][8:8]==1'b0) ? 1'b1 : 1'b0;
 wire [2:0] idx_slot_alu;
 wire  slot_hit_alu;
 wire  slot_not_occupied_alu;
 wire  slot_occupied_alu;
 assign idx_slot_alu = instr_address_alu[2:0];
 assign slot_hit_alu = (counters_and_address[idx_slot_alu][7:0]==instr_address_alu[7:0]) ?
                      1'b1 : 1'b0;
 assign slot_not_occupied_alu = (counters_and_address[idx_slot_alu][8:8]==1'b0) ? 1'b1 : 1'b0;
 assign slot_occupied_alu = ! slot_not_occupied_alu;
 assign branch_taken_out = (slot_hit_fe) ? counters_and_address[idx_slot_fe][10:10] : 1'b0;
 always @(posedge clk or posedge rst) begin
     if (rst) begin
         counters_and_address [0] <= 11'b000_0000_0000;
         counters_and_address [1] <= 11'b000_0000_0000;
         counters_and_address [2] <= 11'b000_0000_0000;
         counters_and_address [3] <= 11'b000_0000_0000;
         counters_and_address [4] <= 11'b000_0000_0000;
         counters_and_address [5] <= 11'b000_0000_0000;
         counters_and_address [6] <= 11'b000_0000_0000;
         counters_and_address [7] <= 11'b000_0000_0000;
     end else begin
         if (is_conditional_branch_fe) begin
             if (slot_not_occupied_fe) begin
                 counters_and_address [idx_slot_fe] [7:0] <= instr_address_fe[7:0];
                 counters_and_address [idx_slot_fe] [8:8] <= 1'b1;
                 counters_and_address [idx_slot_fe] [10:10] <= 1'b0;  
             end else begin
                 if (slot_hit_fe) begin
                     counters_and_address [idx_slot_fe] [10:10] <= counters_and_address [idx_slot_fe] [10:10] ;
                 end else begin
                     counters_and_address [idx_slot_fe] [7:0] <= instr_address_fe[7:0];
                     counters_and_address [idx_slot_fe] [8:8] <= 1'b1;
                     counters_and_address [idx_slot_fe] [10:10] <= 1'b0;  
                 end
             end
         end
         if (is_conditional_branch_alu) begin
             if (slot_occupied_alu) begin
                 if (slot_hit_alu) begin
                     counters_and_address [idx_slot_alu] [10:10] <= branch_taken_in;
                 end
             end
         end
     end
 end
 endmodule
==> flow/run.sh <==
#!/bin/bash
# OpenROAD 26Q1-2900-gdf79404cd8, Yosys 0.63+post, stock flow scripts
make -C /OpenROAD-flow-scripts/flow DESIGN_CONFIG=/design/flow/config.mk WORK_HOME=/design/flow/orfs finish
==> flow/config.mk <==
export PLATFORM = sky130hd
export DESIGN_NAME = Fetch0000000001
export DESIGN_NICKNAME = Fetch0000000001
export VERILOG_FILES = /design/flow/design.v
export SDC_FILE = /design/flow/constraint.sdc
export NUM_CORES = 4
export LEC_CHECK = 1
export CORE_UTILIZATION = 50
==> flow/constraint.sdc <==
current_design Fetch0000000001

set clk_period 7.0
set clk_io_pct 0.2

create_clock -name clk0 -period $clk_period [get_ports {clk}]

set non_clock_inputs [all_inputs -no_clocks]
set_input_delay [expr $clk_period * $clk_io_pct] -clock clk0 $non_clock_inputs
set_output_delay [expr $clk_period * $clk_io_pct] -clock clk0 [all_outputs]
==> results.txt <==
Synthesis and PnR results.

- Derived from the worst setup path, the maximum achievable clock frequency is 0.216 GHz.
- The standard-cell row count reads 41.
- The clock transition at the register clock pins on the worst setup and hold paths after CTS is 0.07 ns.
- On the critical path, the stage with the largest delay is an instance of sky130_fd_sc_hd__dfrtp_1.
- The final count of hold timing violations reads 0.
- Listed in order, past its start point the critical path passes buf_4 -> inv_1 -> ha_1 -> or3_1 -> or4_1 -> o221ai_1 -> a311oi_2 -> nor4bb_4 -> a31o_4 -> or2_1 -> mux2_4.
- Summing all non-filler instances in the final layout gives an area of 7220 µm².
- The total CTS buffers reads 9.
- Detailed placement reports a standard cell area of 6910 µm².
- The final routed DRC violation total is 0.
- The kind of launch point of the worst setup path reads a register.
- The number of register bits inferred by synthesis is 97.
- The number of warnings reported in the yosys synthesis log reads 85.
- The clock tree buffer depth is 2.
- The share of the clock period used by the worst path after layout reads 0.663.
- The run finished with clean final reports.
- The reported max-cap violation count is 0.
- The cell area after synthesis is 6490 µm².
- The fraction of registers with async set or reset after synthesis is 1.00.
- By instance count after routing, the leading logic cell types are sky130_fd_sc_hd__dfrtp_1, sky130_fd_sc_hd__clkdlybuf4s50_1, sky130_fd_sc_hd__o21ai_0.
- The number of warnings the tools reported is 40.
- The number of inserted filler cells in the final layout reads 1069.
- The total die area is 13400 µm².
- Per the detailed-route log, wirelength across all metal layers totals 17600 µm.
- The via density per instance reads 5.84.
- Setup repair after global routing left no endpoint under its margin.
- The core region area reads 12600 µm².
- The critical path buffer and inverter count reads 2.
- The residual antenna-violating net count after detailed routing reads 0.
- The via count of the first global-routing pass is 4754.
- Data on the critical path arrives at its endpoint at 4.88 ns.
- The number of buffers inserted by port buffering is 60.
- The type of the worst setup path reads register to register.
- The share of the core area taken by cells at floorplan is 0.514.
- The global router's overall resource usage is 0.291.
- Entering global routing, the biggest net connects 56 pins.
- The sum of negative setup slack is 0 ns.
- The class of the worst hold path is register to register.
- Per the gpl log, the routability congestion estimate is 0.948.
- The gate count of the mapped netlist reads 628.
- Across all hold checks on the routed design, the worst slack comes to 0.487 ns.
- The largest driver fanout on the critical path is 35.
- The global route total overflow is 0.
- The per-instance average area after synthesis is 10.3 µm².
- The total chip power reads 0.00221 W.
- The longest individual stage delay on the worst path is 0.57 ns.
- The routed wire length per instance is 21.0 µm.
- Measured on the finished design, the core utilization comes to 0.572.
- The CTS root buffer reads sky130_fd_sc_hd__clkbuf_16.
- The horizontal die dimension reported for this design is 116 µm.
- The DRC violation total after the first TritonRoute iteration is 332.
- The I/O pin total is 114.
- Data on the critical path is required at its endpoint by 7.24 ns.
- The count of different cell masters after synthesis reads 81.
- The global-route wire length before repair is 27700 µm.
- The post-synth count of flops with an enable pin is 0.
- The category of the worst setup path capture point reads a register.
- The detailed-routing iteration count for the pre-antenna-repair pass is 6.
- The initial antenna violation count reads 0.
- The die is 116 µm tall.
- The power per standard cell area reads 306 nW/µm².
- The number of buffers inserted by hold repair at cts reads 0.
- The register share after synthesis reads 0.374.
- After layout, the setup clock skew is reported as 0.00832 ns.
- The clock tree from TritonCTS reads done.
- The final antenna diode count is 0.
- The number of sinks handled by clock tree synthesis reads 97.
- The overall via count from detail_route is 4897.
- The post-detailed-placement half-perimeter wirelength is 11900 µm.
- The minimum period implied by the final worst setup slack is 4.64 ns.
- The static leakage reads 3.29 nW.
- The insertion delay to the later sink of the worst-skew pair is 0.35 ns.
- Looking at the cell usage after synthesis, the top flip-flop cell is sky130_fd_sc_hd__dfrtp_1.
- The top cell family by delay on the critical path reads simple AND/OR/NAND/NOR gates.
- The relative slew slack reads 0.483.
- The actual transition at the worst max-transition pin reads 0.773 ns.
- Leaving out fill and tap cells, the most frequent cell in the layout is sky130_fd_sc_hd__dfrtp_1.
- Of the cells placed in the final design, the portion with a size suffix greater than 1 is 0.156.
- The count of instances resized after the clock tree is built is 0.
- Yosys reports a chip area of 6490 µm².
- The number of cell instances after yosys synthesis reads 628.
- The synthesis-to-finish area growth is 11.3%.
- The final tally of max-slew violations reads 0.
- The number of failing setup endpoints in the final timing report reads 0.
- The deepest level of the CTS H-tree is 3.
- The number of buffers added for setup after CTS reads 0.
- The worst voltage drop across the vdd grid is 0.121 mV.
==> tightest hold or removal path, stage by stage (launching register included) <==
cell	delay [ns]
sky130_fd_sc_hd__dfrtp_1	0.34
sky130_fd_sc_hd__inv_1	0.05
sky130_fd_sc_hd__o21ai_0	0.06
==> report_power, final <==
group	switching (W)	total (W)	internal, W
sequential	0.000149	0.000870	0.000721
clock	0.000212	0.000518	0.000306
combinational	0.000393	0.000820	0.000426
==> cells in the mapped netlist, types with 11 or more instances <==
| cell | number | area share |
|---|---|---|
| sky130_fd_sc_hd__mux2i_1 | 23 | 0.035 |
| sky130_fd_sc_hd__or2_1 | 11 | 0.011 |
| sky130_fd_sc_hd__mux2_4 | 28 | 0.065 |
| sky130_fd_sc_hd__nand2b_1 | 14 | 0.013 |
| sky130_fd_sc_hd__nand3_1 | 20 | 0.015 |
| sky130_fd_sc_hd__nor2_1 | 16 | 0.0093 |
| sky130_fd_sc_hd__inv_1 | 23 | 0.013 |
| sky130_fd_sc_hd__nor2b_1 | 15 | 0.014 |
| sky130_fd_sc_hd__a21oi_1 | 13 | 0.010 |
| sky130_fd_sc_hd__mux2_2 | 23 | 0.040 |
| sky130_fd_sc_hd__o21ai_0 | 50 | 0.039 |
| sky130_fd_sc_hd__dfrtp_1 | 97 | 0.37 |
| sky130_fd_sc_hd__nor3_1 | 14 | 0.011 |
| sky130_fd_sc_hd__buf_2 | 15 | 0.012 |
| sky130_fd_sc_hd__nand2_1 | 31 | 0.018 |
| sky130_fd_sc_hd__buf_4 | 50 | 0.058 |
==> layer usage <==
metal	routed length, µm	global-route usage
met4	171	0.0222
met1	7750	0.442
met5	52	0.0259
met2	8250	0.444
met3	1350	0.0858
==> metrics by stage <==
stage / worst slack, ns / cells
2_1_floorplan: 3.07 / 668
3_3_place_gp: 2.15 / 822
3_5_place_dp: 2.09 / 822
4_1_cts: 2.36 / 838
5_1_grt: 2.13 / 838
6_report: 2.36 / 838
==> cell type report <==
type,count,area [µm²],area share
multi-input cells,462,3520,0.488
flip-flops and latches,97,2430,0.336
repair buffers,68,661,0.0915
clock buffers,14,274,0.0379
well taps,172,215,0.0298
inverters,23,88.8,0.0123
clock inverters,2,35.0,0.00485
==> worst paths after layout <==
check,from,to,slack (ns),depth (start not counted)
hold / removal,register,register,0.49,2
setup reg to reg,pc[2],register,2.36,11
max in group asynchronous,rst,async pin,4.42,3
hold reg to reg,register,register,0.49,2
min in group asynchronous,rst,async pin,1.44,2
setup / recovery,pc[2],register,2.36,11
==> cell families (layout without fill, tap and decap cells) <==
logic type | count (synthesis) | after routing | share of synthesized area
AOI/OAI and AO/OA | 138 | 138 | 0.140
xor gates and xnor gates | 8 | 8 | 0.0108
adders and majority gates | 4 | 4 | 0.00771
buffers and inverters | 109 | 107 | 0.107
DFF | 97 | 97 | 0.374
muxes | 87 | 87 | 0.180
other | 2 | 42 | 0.00116
and+or+nand+nor | 183 | 183 | 0.179
Power and IR drop assume default switching activity.
