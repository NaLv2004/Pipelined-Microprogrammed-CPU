### design/flow/config.mk
export PLATFORM = sky130hd
export DESIGN_NAME = RegisterFile0000000001
export DESIGN_NICKNAME = RegisterFile0000000001
export VERILOG_FILES = /design/flow/design.v
export SDC_FILE = /design/flow/constraint.sdc
export NUM_CORES = 4
export LEC_CHECK = 1
export CORE_UTILIZATION = 30
### design/flow/constraint.sdc
current_design RegisterFile0000000001

set clk_period 20.9
set clk_io_pct 0.2

create_clock -name clk0 -period $clk_period [get_ports {clk}]

set non_clock_inputs [all_inputs -no_clocks]
set_input_delay [expr $clk_period * $clk_io_pct] -clock clk0 $non_clock_inputs
set_output_delay [expr $clk_period * $clk_io_pct] -clock clk0 [all_outputs]
### design/flow/design.v
 module RegisterFile0000000001 (
     input clk,
     input  [7:0] reg_addr_1,
     input  [7:0] reg_addr_2,
     input  [0:0] write_en,
     input  [7:0] reg_addr_in,
     input  [15:0] data_in,
     output [15:0] data_out_1,
     output [15:0] data_out_2,
     output [15:0] mem_test
     );
 reg [15:0] mem [255:0];
 assign data_out_1 = mem[reg_addr_1];
 assign data_out_2 = mem[reg_addr_2];
 assign mem_test = mem[0];
 always @(posedge clk)
 begin
     if (write_en)
     begin
         mem[reg_addr_in] <= data_in;
     end
 end
 endmodule
### design/flow/run.sh
#!/bin/bash
# OpenROAD 26Q1-2900-gdf79404cd8, Yosys 0.63+post, stock flow scripts
make -C /OpenROAD-flow-scripts/flow DESIGN_CONFIG=/design/flow/config.mk WORK_HOME=/design/flow/orfs finish
==> results.py <==
# Auto-generated metrics
metrics = {
    "clocking": {
        "cts_repair_resize_count": 0,
        "clk_transition_reported_paths_ns": 0.06,
        "cts_root_buffer": "sky130_fd_sc_hd__clkbuf_16",
        "tritoncts": "yes",
        "numClockSinks": 4096,
        "number_of_hold_repair_buffers_added_at_the_cts_stage": 0,
        "postCtsSetupRepairBufs": 0,
        "number_of_clock_buffers_inserted_by_tritoncts": 406,
        "cts-htree-levels": 5,
        "clock_path_buffers": 4,
    },
    "power_and_ir_drop": {
        "max-vdd-ir-drop_v": 0.0000728,
        "power_density_nw_per_um2": 81.6,
        "power.leakage_uw": 0.0676,
    },
    "worst_setup_path": {
        "crit_fanout": 41,
        "crit_type": "primary input to primary output",
        "worst-endpoint-required_ns": 16.72,
        "timing.critical_path.arrival_ns": 11.28,
        "critPathLaunchType": "primary input",
        "worstSetupEndpointType": "primary output",
    },
    "hold_path": {
        "worst_hold_path_type": "primary input to register",
        "worstHoldEndpoint": "mem[2][5]",
        "min-delay-start": "data_in[5]",
        "hold-path-cell-count": 1,
    },
    "yosys": {
        "yosys_most_used_dff": "sky130_fd_sc_hd__edfxtp_1",
        "synth.yosys.chip_area_um2": 190000,
        "synth_sequential_area_ratio": 0.649,
        "synth.distinct_cells": 54,
        "yosysWarningCount": 1,
        "synth.yosys.num_cells": 10000,
        "numSynthFlops": 4096,
        "synth.cell_area_um2": 190000,
        "async_flop_share": 0,
        "post_synth.cell_area_avg_um2": 18.9,
        "synthCells": 10000,
        "edf_count": 4096,
    },
    "final_layout": {
        "registers.top_by_ff_count": "mem",
        "most_frequently_placed_logic_cell_in_the_final_layout": "sky130_fd_sc_hd__edfxtp_1",
        "largestRegisters": "mem x4096",
        "ratio_of_cells_with_drive_above_1_in_the_final_layout": 0.313,
        "areaGrowthSynthToFinish_pct": 14.6,
        "layout.area.seq_um2": 123000,
        "most_frequent_cells_in_the_layout": "sky130_fd_sc_hd__edfxtp_1, sky130_fd_sc_hd__mux4_2, sky130_fd_sc_hd__mux2i_1",
        "num-fill-cells": 57900,
        "largest_register_ffs": 4096,
        "finish.instance_area_um2": 217000,
        "comb_area_um2": 63900,
    },
    "die": {
        "placeable_core_region_um2": 629000,
        "die_w_um": 797,
        "rows": 291,
        "chipArea_um2": 635000,
        "fp.dieH_um": 797,
        "boundaryPins": 90,
        "initial_utilization": 0.301,
    },
    "detailed_routing": {
        "drt-vias-per-instance": 5.78,
        "vias": 111000,
        "detail-route-antenna-nets": 0,
        "remaining_drc_errors": 0,
        "post_drt_wl_per_cell_um": 35.2,
        "drt_iter0_drc": 8024,
        "dr.pass1.iters": 6,
        "route.final.wire_length_mm": 674,
    },
    "sta": {
        "fmax_mhz": 64.7,
        "setup_violations": 0,
        "final-hold-violation-count": 0,
        "rsz0062_at_grt": "false",
        "slew_violations": 2,
        "period_used_share": 0.740,
        "slew-limit-headroom": -0.0655,
        "tightest_slew_ns": 1.58,
        "finalCriticalPeriod_ns": 15.46,
        "setup_total_negative_slack_ns": 0,
    },
    "global_routing": {
        "globalRouteMet1Util": 0.217,
        "grt_pass1_vias": 119000,
        "grt-ovfl-total": 0,
        "grt_use_total": 0.225,
        "globalRouteMet2Util": 0.318,
        "grt_antenna_before_repair": 46,
        "groute.layer.met3.usage": 0.218,
        "grt_start_max_net_pins": 100,
        "grt.busiest_layer": "met2",
        "wire_length_of_the_first_global_routing_pass_mm": 931,
    },
    "placement": {
        "gp_congestion": 0.980,
        "placed_wire_length_estimate_mm": 427,
        "placement.cell_area_um2": 205000,
        "port-buffer-count": 89,
    },
    "status": {
        "status": "finished, violations left",
        "failing_checks": "capacitance limit, slew limit",
    },
    "job": {
        "openroad.warnings": 28,
        "drv.max_cap_violation_count": 1,
    },
}
synth_stat cells (3+ instances only):
cell type / count / share of area
sky130_fd_sc_hd__edfxtp_1: 4096 / 0.65
sky130_fd_sc_hd__mux4_2: 1657 / 0.20
sky130_fd_sc_hd__mux2i_1: 995 / 0.053
sky130_fd_sc_hd__clkbuf_1: 442 / 0.0088
sky130_fd_sc_hd__o221ai_1: 424 / 0.020
sky130_fd_sc_hd__nor2_1: 298 / 0.0059
sky130_fd_sc_hd__a22oi_1: 286 / 0.011
sky130_fd_sc_hd__a21oi_1: 250 / 0.0066
sky130_fd_sc_hd__o22ai_1: 217 / 0.0072
sky130_fd_sc_hd__nor3_1: 175 / 0.0046
sky130_fd_sc_hd__buf_2: 157 / 0.0041
sky130_fd_sc_hd__nand2_1: 128 / 0.0025
sky130_fd_sc_hd__buf_4: 108 / 0.0043
sky130_fd_sc_hd__o21ai_0: 107 / 0.0028
sky130_fd_sc_hd__buf_1: 97 / 0.0019
sky130_fd_sc_hd__nor4_1: 81 / 0.0027
sky130_fd_sc_hd__a211oi_1: 67 / 0.0027
sky130_fd_sc_hd__a221oi_1: 43 / 0.0020
sky130_fd_sc_hd__nand3_1: 41 / 0.0011
sky130_fd_sc_hd__nor2b_1: 40 / 0.0013
sky130_fd_sc_hd__nand4_1: 37 / 0.0012
sky130_fd_sc_hd__buf_6: 32 / 0.0019
sky130_fd_sc_hd__a2111oi_0: 31 / 0.0014
sky130_fd_sc_hd__a21boi_0: 30 / 0.0012
sky130_fd_sc_hd__or3_1: 19 / 0.00063
sky130_fd_sc_hd__nor3b_1: 17 / 0.00067
sky130_fd_sc_hd__a31oi_1: 16 / 0.00053
sky130_fd_sc_hd__o31ai_1: 15 / 0.00059
sky130_fd_sc_hd__a22o_1: 14 / 0.00065
sky130_fd_sc_hd__or4_1: 14 / 0.00055
sky130_fd_sc_hd__o311a_1: 13 / 0.00069
sky130_fd_sc_hd__nand2b_1: 12 / 0.00040
sky130_fd_sc_hd__or2_2: 6 / 0.00020
sky130_fd_sc_hd__or3b_2: 5 / 0.00023
sky130_fd_sc_hd__inv_1: 3 / 0.000059
sky130_fd_sc_hd__o32ai_1: 3 / 0.00014
per-layer routing:
| metal | vias to the layer above | wire (um) |
|---|---|---|
| met2 | 8653 | 297000 |
| met3 | 1453 | 147000 |
| met1 | 56000 | 192000 |
| met4 | 75 | 35300 |
| li1 | 44600 | - |
| met5 | - | 3500 |
critical path, stage by stage:
cell	delay [ns]
sky130_fd_sc_hd__buf_8	0.30
sky130_fd_sc_hd__buf_4	0.57
sky130_fd_sc_hd__buf_4	0.66
sky130_fd_sc_hd__buf_4	0.54
sky130_fd_sc_hd__buf_4	0.52
sky130_fd_sc_hd__buf_4	0.60
sky130_fd_sc_hd__buf_4	0.53
sky130_fd_sc_hd__mux4_2	0.38
sky130_fd_sc_hd__a221oi_1	0.27
sky130_fd_sc_hd__o21ai_0	0.27
sky130_fd_sc_hd__buf_4	0.25
sky130_fd_sc_hd__nor4_2	0.91
sky130_fd_sc_hd__nor4_2	0.30
sky130_fd_sc_hd__buf_6	0.25
sky130_fd_sc_hd__buf_4	0.14
sky130_fd_sc_hd__clkdlybuf4s50_1	0.40
worst max path at each step:
stage	startpoint	to	slack, ns	depth (start not counted)
4_1_cts	reg_addr_1[1]	data_out_1[6]	5.56	16
5_1_grt	reg_addr_1[1]	data_out_1[8]	5.22	15
6_report	reg_addr_1[1]	data_out_1[6]	5.44	16
cells by family (layout without fill, tap and decap cells):
family	count (synthesis)	in the layout	share of synthesized area
DFF	4096	4096	0.649
muxes	2654	2654	0.250
AOI/OAI and AO/OA	1527	1527	0.0579
and+or+nand+nor	885	885	0.0225
buffers and inverters	842	1620	0.0212
other	0	29	0
report_power, final:
group / internal [uW] / switching, uW
combinational: 555 / 1040
clock: 3830 / 3240
sequential: 9050 / 6.89
total: 13400 / 4290
final cells by class:
class                           count  share of cell area
Multi-Input combinational cell   5066               0.294
Timing Repair Buffer              879              0.0334
Clock inverter                    239             0.00867
Tap cell                         8350              0.0481
Antenna cell                       29            0.000334
Clock buffer                      497              0.0488
Sequential cell                  4096               0.566
Inverter                            5            0.000161
metrics by stage:
step | utilization | total power [uW] | setup slack (ns) | std cells | hold WS [ns]
detailed placement | 0.325 | 10800 | 5.54 | 18400 | 4.60
finish | 0.345 | 17700 | 5.44 | 19200 | 3.53
floorplan | - | 10000 | 10.35 | 10000 | 4.28
global route | 0.345 | 18200 | 5.22 | 19100 | 3.54
CTS | 0.345 | 17800 | 5.56 | 19100 | 3.49
global placement | 0.325 | 10800 | 4.90 | 18400 | 4.60
Power figures rest on the tool's default switching activity, not on a simulated workload.
