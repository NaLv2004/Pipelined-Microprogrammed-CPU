File: run.sh
#!/bin/bash
# OpenROAD 26Q1-2900-gdf79404cd8, Yosys 0.63+post, stock flow scripts
make -C /OpenROAD-flow-scripts/flow DESIGN_CONFIG=/design/flow/config.mk WORK_HOME=/design/flow/orfs finish
File: config.mk
export PLATFORM = sky130hd
export DESIGN_NAME = ExternalMem0000000001
export DESIGN_NICKNAME = ExternalMem0000000001
export VERILOG_FILES = /design/flow/design.v
export SDC_FILE = /design/flow/constraint.sdc
export NUM_CORES = 4
export LEC_CHECK = 1
export CORE_UTILIZATION = 30
File: constraint.sdc
current_design ExternalMem0000000001

set clk_period 89.1
set clk_io_pct 0.2

create_clock -name clk0 -period $clk_period [get_ports {clk}]

set non_clock_inputs [all_inputs -no_clocks]
set_input_delay [expr $clk_period * $clk_io_pct] -clock clk0 $non_clock_inputs
set_output_delay [expr $clk_period * $clk_io_pct] -clock clk0 [all_outputs]
File: design.v
 module ExternalMem0000000001 (
     input clk,
     input [31:0] micro_code,
     input [7:0] addr,
     input [15:0] data_in,
     output [15:0] data_out,
     output [15:0] data_test
     );
 reg [15:0] mem [255:0];
 reg [7:0] MAR;
 reg [15:0] MBR;
 wire [15:0] data_out_instant;
 wire [15:0] read_en;
 assign data_out = MBR;
 assign data_test = mem[0];
 always @(posedge clk)
 begin
     case (micro_code[4:4])
         1'b1: MAR <= addr;
     endcase
 end
 always @(posedge clk)
 begin
     case (micro_code[3:3])
         1'b1: MBR <= mem[MAR];
     endcase
     case (micro_code[2:2])
         1'b1: MBR <= data_in;
     endcase
     case (micro_code[1:1])
         1'b1: mem[MAR] <= MBR;
     endcase
 end
 endmodule
==> Slide: Implementation Results <==
Implementation Results

Run status
  – Status: finished, violations left
  – Failing checks: max-capacitance violations, max-slew violations

Yosys
  – Number of cells in Yosys stat: 7351
  – EDFF count, synth: 4120
  – Leading register cell type out of synthesis: edfxtp_1
  – Synth warnings: 1
  – Top cells by count, synth: edfxtp_1, mux4_2, mux2i_1, nor2_1, clkbuf_1
  – Mapped Area: 0.159 mm²
  – Cells after synthesis: 7351
  – Synthesis area per yosys: 0.159 mm²
  – Most numerous cell in the Yosys netlist: edfxtp_1
  – Post-synth seq share: 77.9%
  – Count of cell types in the netlist: 67
  – Yosys top cell by area: edfxtp_1
  – Synth top area share: 77.8%
  – Async SR Flop Fraction: 0%
  – Post-synth area hogs: edfxtp_1, mux4_2, mux2i_1, o221ai_1, nor2_1
  – Avg Cell Area, Syn: 21.6 µm²
  – Synth Register Bits: 4128

Min path
  – WHS Path Cells: 2
  – Hold Startpoint: MAR[5]
  – Hold WC Path Type: reg2reg

Timing
  – Setup Total Neg Slack: 0 ps
  – RSZ-0062 raised after global routing: no
  – Final setup violation count: 0
  – Final setup margin: 68400 ps
  – Worst-margin pin slew: 1560 ps
  – Max Fclk: 0.0483 GHz
  – Worst Skew: 59.8 ps
  – Fin crit share: 23.2%
  – Max-slew violations: 2
  – Hold Fails Final Rpt: 0
  – Min Hold Slack: 709 ps
  – Max transition margin: -5.23%
  – Fin crit period: 20700 ps

Placement
  – Detailed Place HPWL: 256000 µm
  – Routability cong.: 0.906
  – Pre-CTS WS: 68260 ps
  – IO Port Bufs: 60

Pwr
  – Cell Int Power: 3.28 mW
  – PD cells: 23.3 mW/mm²
  – Seq pwr share: 51.7%
  – Switching Power: 0.999 mW
  – Share of total power in combinational logic: 8.9%
  – Net Sw Frac: 23.3%
  – Clk network pwr share: 39.4%
  – Static leakage: 56.9 nW
  – Worst vdd ir: 0.0000184 V

Cells and area
  – Layout area overhead: 15.4%
  – Filler Cell Count: 47600
  – Final core utilization: 34.8%
  – Layout cells sized above 1: 26.5%

Clock tree
  – Worst-Skew Late Latency: 980 ps
  – CTS tree: yes
  – CTS root buffer: clkbuf_16
  – Cts-stage hold buffer count: 0
  – Clock tree buffer depth: 4
  – Post-CTS sizing: 0
  – CTS H-tree depth: 5
  – Postcts setup bufs: 0
  – CTS buffer count: 412
  – Clock Pin Slew Worst Setup and Hold Paths: 60 ps
  – Clock Sinks: 4128

Drt
  – DRT iter0 DRCs: 4957
  – DR WL/cell: 28.1 µm
  – Drt pass-1 iters: 6
  – DRC Markers: 0
  – Total wire length: 428000 µm
  – Via count: 77300
  – Post-route antenna net violation count: 0
  – Via/cell ratio: 5.07

Global route
  – Vias in the first global route: 86000
  – Gr ovfl total: 0
  – First-pass GRT wire length: 610000 µm
  – Pin count of the biggest net entering global routing: 145
  – Initial antenna violation count: 20
  – GRT Util Overall: 17.2%

Worst setup path
  – Critical path capture point type: output port
  – Reg-to-reg endpoint: MBR[15]
  – Reg-to-reg slack, setup: 81420 ps
  – Crit path DAT: 2880 ps
  – Reg2reg path depth: 13
  – CP Launch Type: flip-flop
  – Crit path buffers/inverters: 2
  – CP peak stage delay: 720 ps
  – Crit Path Class: reg2out
  – Crit Path Max Fanout: 126
  – CP max stage cell: edfxtp_1
  – CP top delay family: buffers and inverters
  – Worst EP required: 71280 ps
  – Crit-path cells: buf_12 -> clkdlybuf4s50_1

Die
  – Initial Util: 30.1%
  – # rows: 267
  – Die X: 730 µm
  – Die Y: 730 µm
  – Die area: 0.533 mm²
  – I/O pin cnt: 89
  – Core box area: 0.528 mm²

Run
  – Max_cap viols: 1
  – Tool warnings: 82
## metal layers
layer  up-vias  track usage, %  share of wire (%)
li1      32200               -                  -
met1     39000            16.8                 30
met2      5257            25.5                 46
met3       762            15.8                 20
met4        48            5.58                4.2
met5         -            1.78               0.35
## power by group through the flow
stage         registers [mW]  clock network [mW]  logic (mW)
CTS                     2.21                1.71       0.385
global route            2.21                1.79       0.410
finish                  2.21                1.69       0.383
## how the worst max path moves through the flow
stage | from | endpoint | slack [ps] | cells past startpoint
6_report | MBR[3] | data_out[3] | 68400 | 2
5_1_grt | MBR[3] | data_out[3] | 68210 | 2
4_1_cts | MBR[3] | data_out[3] | 68290 | 2
## final cells by class
| type | instances | area (µm²) | share of cell area, % |
|---|---|---|---|
| timing repair buffer | 586 | 4760 | 2.59 |
| multi-input combinational | 2769 | 32900 | 17.9 |
| tap | 6994 | 8750 | 4.77 |
| clock inverter | 260 | 2380 | 1.30 |
| inverter | 8 | 37.5 | 0.0205 |
| antenna | 11 | 27.5 | 0.0150 |
| clock buffer | 500 | 10800 | 5.88 |
| sequential | 4128 | 124000 | 67.5 |
## layout by cell type, fill, tap and decap left out, types with 12 or more instances in the layout
cell	synthesis	final
edfxtp_1	4120	4120
nand3_1	39	35
a311oi_1	18	18
clkdlybuf4s50_1	0	60
o21ai_0	66	66
nor3_1	28	25
mux2_2	64	64
mux4_2	858	858
a22oi_1	95	95
nand2_1	158	156
clkinv_2	0	83
buf_12	3	17
clkbuf_1	180	80
a211oi_1	40	40
nor2_1	337	219
buf_4	60	509
nor2b_1	41	37
o221ai_1	150	150
clkinv_1	1	97
bufinv_16	0	35
clkbuf_16	0	419
o211ai_1	12	12
a31oi_1	39	39
nand4_1	16	16
a221oi_1	39	39
clkinvlp_4	0	17
a21oi_1	141	141
nor2_2	0	118
o22ai_1	68	68
a22o_1	30	30
mux2i_1	399	399
## sequential cells by signal, summed over array words and instances, names as in the netlist, named ones only
name	count
mem	4096
MBR	16
MAR	8
## worst register-to-register path, stage by stage, from the launching register on
cell and delay [ps]:
dfxtp_4 620, buf_4 690, buf_4 680, buf_4 710
buf_4 580, buf_4 670, buf_4 630, buf_4 560
mux4_2 590, mux4_2 550, mux2i_1 540, o221ai_1 250
a2bb2oi_1 230, a2bb2oi_1 140
## cell families after synthesis
family / after synthesis / share of synthesized area (%)
multiplexers: 1321 / 15.1
flip-flops: 4128 / 77.9
AND/OR/NAND/NOR: 673 / 1.83
buffers and inverters: 454 / 1.66
AND-OR/OR-AND: 775 / 3.49
## per-stage QoR
| step | std cells | power [mW] | area (µm²) |
|---|---|---|---|
| 3_5_place_dp | 14500 | 2.64 | 170000 |
| 4_1_cts | 15200 | 4.31 | 184000 |
| 5_1_grt | 15200 | 4.41 | 184000 |
| 2_1_floorplan | 7351 | 2.48 | 159000 |
| 6_report | 15300 | 4.28 | 184000 |
| 3_3_place_gp | 14500 | 2.63 | 170000 |
No activity file was given, so power comes from the tool's default toggle rates.
